==> flow/design.v <==
module reg_ex_mem(
    input ex_mem2reg,
    input ex_dram_we,
    input [31:0]ex_result,
    input [31:0]ex_rd2,
    input ex_rf_WE,
    input clk,
    input reset,
    input [31:0]ex_RD,
    output reg [31:0]mem_RD,
    output reg mem_mem2reg,
    output reg mem_dram_we,
    output reg [31:0]mem_result,
    output reg [31:0]mem_rd2,
    output reg mem_rf_WE,
    input ex_have_inst,
    output reg mem_have_inst,
    input ex_j_type,
    output reg mem_j_type,
    input [31:0]ex_pc,
    output reg [31:0]mem_pc
    );
    always @(posedge clk or negedge reset) begin
        if(~reset)
            mem_mem2reg <= 32'b0;
        else
            mem_mem2reg <= ex_mem2reg;
    end
    always @(posedge clk or negedge reset) begin
        if(~reset)
            mem_RD <= 32'b0;
        else
            mem_RD <= ex_RD;
    end
    always @(posedge clk or negedge reset) begin
        if(~reset)
            mem_dram_we <= 32'b0;
        else
            mem_dram_we <= ex_dram_we;
    end
    always @(posedge clk or negedge reset) begin
        if(~reset)
            mem_result <= 32'b0;
        else
            mem_result <= ex_result;
    end
    always @(posedge clk or negedge reset) begin
        if(~reset)
            mem_rd2 <= 32'b0;
        else
            mem_rd2 <= ex_rd2;
    end
    always @(posedge clk or negedge reset) begin
        if(~reset)
            mem_rf_WE <= 1'b0;
        else
            mem_rf_WE <= ex_rf_WE;
    end
    always @(posedge clk or negedge reset) begin
        if(~reset)
            mem_have_inst <= 1'b0;
        else
            mem_have_inst <= ex_have_inst;
    end
    always @(posedge clk or negedge reset) begin
        if(~reset)
            mem_j_type <= 1'b0;
        else
            mem_j_type <= ex_j_type;
    end
    always @(posedge clk or negedge reset) begin
        if(~reset)
            mem_pc <= 1'b0;
        else
            mem_pc <= ex_pc;
    end
endmodule
==> flow/run.sh <==
#!/bin/bash
# OpenROAD 26Q1-2900-gdf79404cd8, Yosys 0.63+post, stock flow scripts
make -C /OpenROAD-flow-scripts/flow DESIGN_CONFIG=/design/flow/config.mk WORK_HOME=/design/flow/orfs finish
==> flow/config.mk <==
export PLATFORM = sky130hd
export DESIGN_NAME = reg_ex_mem
export DESIGN_NICKNAME = reg_ex_mem
export VERILOG_FILES = /design/flow/design.v
export SDC_FILE = /design/flow/constraint.sdc
export NUM_CORES = 4
export LEC_CHECK = 1
export CORE_AREA = 10 10 152 152
export DIE_AREA = 0 0 162 162
==> flow/constraint.sdc <==
current_design reg_ex_mem

set clk_period 1.0
set clk_io_pct 0.2

create_clock -name clk0 -period $clk_period [get_ports {clk}]

set non_clock_inputs [all_inputs -no_clocks]
set_input_delay [expr $clk_period * $clk_io_pct] -clock clk0 $non_clock_inputs
set_output_delay [expr $clk_period * $clk_io_pct] -clock clk0 [all_outputs]
==> results.toml <==
# synthesis and place-and-route metrics
[run_status]
run_status = "finished with violations"
failed_checks = "negative hold slack, negative setup slack"

[routing]
route.layer.met1.wl_um = 3800
routed-wl-met3_um = 1450
drt_first_pass_iters = 4
drt_drc_violations_left = 0
viasPerCell = 3.12
avgRoutedWirePerCell_um = 15.5
met2_wirelength_um = 5470
antennaDiodeCount = 0
dr.first_iter.drc_count = 58
postRouteWirelength_um = 10900
number_of_vias_after_detailed_routing = 2193
antenna_left = 0
highest-signal-layer = "met4"

[clocking]
clk_pin_slew_worst_paths_ps = 60
numCtsBuffers = 17
setup_repair_bufs_after_cts = 0
max-clock-path-buffers = 2
cts_sinks = 133
cts_root_buffer = "clkbuf_16"
clock_tree.htree_level_count = 4
cts_tree = "done"

[pwr]
powerDensity_nw_per_um2 = 1980
pwr-share-seq_pct = 45.9
worst_ir_drop_vdd_mv = 0.987
sw_frac_of_total_pct = 21.1
internal_power_mw = 9.82
cellLeakagePower_nw = 2.91
sum_of_internal_switching_and_leakage_power_mw = 12.4
clock_power_share_pct = 47.0
power_frac_comb_pct = 7.1
power_switching_mw = 2.63

[synthesis]
top_cell = "dfrtp_1"
synth_area_per_cell_sq_um = 25.0
yosys-stat-area_sq_um = 3330
flop_cell = "dfrtp_1"
yosys_register_bits = 133
synth_area_sq_um = 3330
synth_stat.cells = 133
synth-edff-count = 0
synth-async-reset-ratio_pct = 100
yosysUniqueCellTypes = 1
synth.top_cell.area_share_pct = 100
top_cells_by_area = "dfrtp_1 100%"
synth_cells = 133
synth_warnings = 1
largest_area_cell = "dfrtp_1"
synthTopCellsByCount = "133 x dfrtp_1"
synth.yosys.seq_area_share_pct = 100

[setup_path]
critical-path-slowest-cell = "dfrtp_1"
critPathTopFamily = "flip-flops"
worst_setup_path_start_kind = "register"
critPathMaxFanout = 1
critical_path.endpoint_type = "output port"
path_class = "register to output port"
timing.critical_path.from = "mem_rd2[14]$_DFF_PN0_"
cp.depth = 1
critPathArrivalTime_ps = 900
max_stage_delay_ps = 380
worst_ep_required_time_ps = 800
timing.critical_path.cells = "buf_2"
cp-endpoint = "mem_rd2[14]"
critical_path.n_buffers_inverters = 1

[timing]
worstMarginPinSlew_ps = 328
finalMaxSlewViolations = 0
clock_period_minus_worst_slack_ps = 1100
finalCritPeriodShare_pct = 110
finalHoldViolations = 40
relSlewSlack_pct = 78.1
finalWorstSetupSlack_ps = -97.6
rsz_0062_raised_after_global_routing = "yes"
setup_violations = 133
fin_hold_ws_ps = -321
max_freq_ghz = 0.911

[placement]
pre_cts_slack_ps = -26.0
gp_congestion = 0.779
place.detailed.hpwl_um = 8890
io_buffers = 267

[die]
fp_density_pct = 16.9
coreArea_sq_um = 19700
die_width_um = 162
rows = 51
num_io_pins = 268
die_height_um = 162
chip_area_sq_um = 26200

[final_layout]
area_delta_synth_final_pct = 89.2
ff_latch_area_sq_um = 3330
number_of_fillers_in_the_final_layout = 1999
drive_gt1_share_pct = 38.9
logic_area_sq_um = 0
multi_input_comb_cells = 0

[flow_run]
timing.max_cap.violations = 0
warning_count = 29

[global_route]
largest_net_degree_at_the_start_of_global_routing = 36
initial_antenna_violation_count = 0
grt_pass1_vias = 2417
grt_first_pass_wirelength_um = 16100
grt_util_all_layers_pct = 8.06
grt_overflow_total = 0

[min_path]
hold_class = "primary input to asynchronous set/reset pin"
==> sequential cells by signal, summed over array words and instances (netlist names) <==
| register | flops |
|---|---|
| mem_RD | 32 |
| mem_pc | 32 |
| mem_rd2 | 32 |
| mem_result | 32 |
| mem_dram_we | 1 |
| mem_have_inst | 1 |
| mem_j_type | 1 |
| mem_mem2reg | 1 |
| mem_rf_WE | 1 |
==> metrics by stage <==
step / util (%) / std cells / hold slack (ps) / instance area, sq um / TNS, ps
6_report: 32.0 / 702 / -321 / 6300 / -8430
5_1_grt: 32.0 / 702 / -324 / 6300 / -15350
4_1_cts: 32.0 / 702 / -332 / 6300 / -13210
3_5_place_dp: 32.5 / 670 / 113 / 6400 / -56.3
3_3_place_gp: 32.5 / 670 / 113 / 6400 / -47.5
2_1_floorplan: - / 133 / -95.6 / 3330 / 0
==> kinds of logic after synthesis <==
group,count (synthesis),share of synthesized area [%]
flip-flops,133,100
==> cell type report <==
cell class,instances,area share (%)
sequential,133,52.9
timing repair buffer,272,32.9
clock buffer,19,7.03
tap,265,5.27
clock inverter,13,1.95
==> worst min path at each step <==
| stage | start | endpoint | cells after the start |
|---|---|---|---|
| CTS | reset | mem_rd2[10]$_DFF_PN0_ | 1 |
| finish | reset | mem_result[6]$_DFF_PN0_ | 1 |
| global route | reset | mem_result[6]$_DFF_PN0_ | 1 |
==> cells in the final DEF, fill, tap and decap left out, types with 2 or more instances in the layout <==
master,netlist,routed
clkdlybuf4s50_1,0,133
dfrtp_1,133,133
buf_2,0,133
clkbuf_16,0,17
inv_6,0,4
clkinvlp_4,0,3
clkinv_2,0,3
buf_4,0,3
buf_12,0,2
==> per-layer routing <==
layer / track usage, % / vias to the layer above
met4: 1.16 / 0
met3: 4.72 / 5
met5: 0 / -
met1: 9.26 / 1047
met2: 13.1 / 145
li1: - / 996
==> power groups by stage <==
stage / Clock, mW / Combinational [mW] / Sequential [mW]
after CTS: 6.10 / 0.925 / 5.71
after global routing: 6.34 / 0.982 / 5.73
final: 5.85 / 0.886 / 5.71
==> timing repair <==
action                                  4_1_cts  5_1_grt
endpoints found under the setup margin      133      133
gates resized                               419        0
endpoints found under the hold margin        86       27
Power figures rest on the tool's default switching activity, not on a simulated workload.
